$ cat flow/config.mk
export PLATFORM = sky130hd
export DESIGN_NAME = main
export DESIGN_NICKNAME = main
export VERILOG_FILES = /design/flow/design.v
export SDC_FILE = /design/flow/constraint.sdc
export NUM_CORES = 4
export LEC_CHECK = 1
export CORE_AREA = 10 10 112 112
export DIE_AREA = 0 0 122 122
export SYNTH_HDL_FRONTEND = slang
$ cat flow/design.v
module main(
	    input wire 	clk, rst,
	    input wire 	start,
	    output wire finish
	    );
   reg [63:0] 		input_a_tdata;
   reg [63:0] 		input_b_tdata;
   wire [127:0] 	result;
   reg [127:0] 		result_reg;
   assign result = result_reg;
   mult_128 test(
		 .clk(clk),
		 .rst(rst),
		 .input_a_tdata(input_a_tdata),
		 .input_b_tdata(input_b_tdata),
		 .input_a_tvalid(start),
		 .input_b_tvalid(start),
		 .output_tdata(result),
		 .output_tvalid(finish),
		 .output_tready(start)
		 );
   always @(posedge clk) begin
      if(start) begin
	 input_a_tdata <= 64'd123123124443096802;
	 input_b_tdata <= 64'd314141255378583275;
      end
   end
endmodule
module mult_128(
		input wire 	    clk, rst,
		input wire [63:0]   input_a_tdata, input_b_tdata,
		input wire 	    input_a_tvalid, input_b_tvalid,
		output wire 	    input_a_tready, input_b_tready,
		output wire [127:0] output_tdata,
		output wire 	    output_tvalid,
		input wire 	    output_tready
		);
   wire 			    karatsuba_rdy;
   wire [31:0] 			    input_a_high;  
   wire [31:0] 			    input_a_low;   
   wire [31:0] 			    input_b_high;
   wire [31:0] 			    input_b_low;
   wire [33:0] 			    e_high_tdata, e_low_tdata;
   reg [127:0] 			    output_reg;
   reg [127:0] 			    bufer_reg = 0;
   reg [2:0] 			    rdy_flg = 0;
   wire 			    data_tready;
   wire 			    a_output_tvalid, d_output_tvalid, e_output_tvalid;
   wire [63:0] 			    a, d;
   wire [65:0] 			    e;
   reg [63:0] 			    a_reg, d_reg;
   reg [65:0] 			    e_reg;
   assign {input_a_high, input_a_low} = input_a_tdata;  
   assign {input_b_high, input_b_low} = input_b_tdata;  
   assign e_high_tdata = input_a_high + input_a_low;
   assign e_low_tdata = input_b_high + input_b_low;
   assign input_a_tready = input_b_tvalid & output_tready;
   assign input_b_tready = input_a_tvalid & output_tready;
   assign data_tready = input_a_tready & input_b_tready & output_tready;
   assign karatsuba_rdy = a_output_tvalid & d_output_tvalid & e_output_tvalid;
   assign output_tvalid = rdy_flg[2];
   assign output_tdata = output_reg;
   mult_64_pipeline_2 mult_a(
			     .clk(clk),
			     .rst(rst),
			     .input_a_tdata(input_a_high),
			     .input_b_tdata(input_b_high),
			     .input_a_tvalid(input_a_tvalid),
			     .input_b_tvalid(input_b_tvalid),
			     .output_tdata(a),
			     .output_tvalid(a_output_tvalid),
			     .output_tready(data_tready)
			     );
   mult_64_pipeline_2 mult_d(
			     .clk(clk),
			     .rst(rst),
			     .input_a_tdata(input_a_low),
			     .input_b_tdata(input_b_low),
			     .input_a_tvalid(input_a_tvalid),
			     .input_b_tvalid(input_b_tvalid),
			     .output_tdata(d),
			     .output_tvalid(d_output_tvalid),
			     .output_tready(data_tready)
			     );
   mult_66_pipeline_2 mult_e(
			     .clk(clk),
			     .rst(rst),
			     .input_a_tdata(e_high_tdata),
			     .input_b_tdata(e_low_tdata),
			     .input_a_tvalid(input_a_tvalid),
			     .input_b_tvalid(input_b_tvalid),
			     .output_tdata(e),
			     .output_tvalid(e_output_tvalid),
			     .output_tready(data_tready)
			     );
   always @(posedge clk) begin
      if(rst) begin
	 rdy_flg <= 3'b000;
	 a_reg <= 0;
	 e_reg <= 0;
	 d_reg <= 0;
	 output_reg <= 0;
      end else begin
	 if(karatsuba_rdy) begin
	    if(rdy_flg[1:0] == 2'b00) begin
	       a_reg <= a;
	       e_reg <= e;
	       d_reg <= d;
	       rdy_flg <= 3'b001;
	    end	 
	    if(rdy_flg == 3'b001) begin
	       output_reg <= a_reg << (64);
	       e_reg <= e_reg - d_reg - a_reg;
	       rdy_flg <= 3'b10;
	    end
	    else if (rdy_flg == 3'b010) begin
	       bufer_reg <= e_reg << (32);
	       rdy_flg <= 3'b011;
	    end
	    else if (rdy_flg == 3'b011) begin
	       output_reg <= output_reg + bufer_reg + d_reg;	    
	       rdy_flg <= 3'b100;
	    end
	 end  
      end  
   end
endmodule
`timescale 1ns / 1ps
module mult_32_pipeline_2 (
		input wire 	   clk, rst,
		wire [15:0] 	   input_a_tdata,
		input wire 	   input_a_tvalid,
		output wire 	   input_a_tready,
		input wire [15:0]  input_b_tdata,
		input wire 	   input_b_tvalid, 
		output wire 	   input_b_tready,
		output wire [31:0] output_tdata,
		output wire 	   output_tvalid, 
		input wire 	   output_tready
		);
   reg [31 : 0] 		   output_reg0 = 0;
   reg [31 : 0] 		   output_reg1 = 0;
   reg [15 : 0] 	   input_a_reg0 = 0;
   reg [15 : 0] 	   input_a_reg1 = 0;
   reg [15 : 0] 	   input_b_reg0 = 0;
   reg [15 : 0] 	   input_b_reg1 = 0;
   reg [2:0] 		   out_valid = 0;
   wire 		   transfer = input_a_tvalid & input_b_tvalid & output_tready;
   assign input_a_tready = input_b_tvalid & output_tready;
   assign input_b_tready = input_a_tvalid & output_tready;
   assign output_tdata = output_reg1;
   assign output_tvalid = out_valid[2];
   always @(posedge clk)
     begin
	if(rst) begin
	   input_a_reg0 <= 0;
	   input_a_reg1 <= 0;
	   input_b_reg0 <= 0;
	   input_b_reg1 <= 0;
	   output_reg0 <= 0;
	   output_reg1 <= 0;
	   out_valid <= 0;
	end else begin
	   if(transfer) begin
	      input_a_reg0 <= input_a_tdata;
	      input_b_reg0 <= input_b_tdata;
	      input_a_reg1 <= input_a_reg0;
	      input_b_reg1 <= input_b_reg0;
	      output_reg0 <= input_a_reg1 * input_b_reg1;
	      output_reg1 <= output_reg0;
	      if(out_valid < 3'b100) begin	      
		 out_valid <= out_valid + 1'b1;
	      end
	   end
	end
	end
endmodule
module mult_34 (
		input wire 	   clk, rst,
		wire [16:0] 	   input_a_tdata,
		input wire 	   input_a_tvalid,
		output wire 	   input_a_tready,
		input wire [16:0]  input_b_tdata,
		input wire 	   input_b_tvalid, 
		output wire 	   input_b_tready,
		output wire [33:0] output_tdata,
		output wire 	   output_tvalid, 
		input wire 	   output_tready
		);
   reg [33 : 0] 		   output_reg0 = 0;
   reg [33 : 0] 		   output_reg1 = 0;
   reg [16 : 0] 	   input_a_reg0 = 0;
   reg [16 : 0] 	   input_a_reg1 = 0;
   reg [16 : 0] 	   input_b_reg0 = 0;
   reg [16 : 0] 	   input_b_reg1 = 0;
   reg [2:0] 		   out_valid = 0;
   wire 		   transfer = input_a_tvalid & input_b_tvalid & output_tready;
   assign input_a_tready = input_b_tvalid & output_tready;
   assign input_b_tready = input_a_tvalid & output_tready;
   assign output_tdata = output_reg1;
   assign output_tvalid = out_valid[2];
   always @(posedge clk)
     begin
	if(rst) begin
	   input_a_reg0 <= 0;
	   input_a_reg1 <= 0;
	   input_b_reg0 <= 0;
	   input_b_reg1 <= 0;
	   output_reg0 <= 0;
	   output_reg1 <= 0;
	   out_valid <= 0;
	end else begin
	   if(transfer) begin
	      input_a_reg0 <= input_a_tdata;
	      input_b_reg0 <= input_b_tdata;
	      input_a_reg1 <= input_a_reg0;
	      input_b_reg1 <= input_b_reg0;
	      output_reg0 <= input_a_reg1 * input_b_reg1;
	      output_reg1 <= output_reg0;
	      if(out_valid < 3'b100) begin	      
		 out_valid <= out_valid + 1'b1;
	      end
	   end
	end
	end
endmodule
module mult_36 (
		input wire 	   clk, rst,
		wire [17:0] 	   input_a_tdata,
		input wire 	   input_a_tvalid,
		output wire 	   input_a_tready,
		input wire [17:0]  input_b_tdata,
		input wire 	   input_b_tvalid, 
		output wire 	   input_b_tready,
		output wire [35:0] output_tdata,
		output wire 	   output_tvalid, 
		input wire 	   output_tready
		);
   reg [35 : 0] 		   output_reg0 = 0;
   reg [35 : 0] 		   output_reg1 = 0;
   reg [17 : 0] 	   input_a_reg0 = 0;
   reg [17 : 0] 	   input_a_reg1 = 0;
   reg [17 : 0] 	   input_b_reg0 = 0;
   reg [17 : 0] 	   input_b_reg1 = 0;
   reg [2:0] 		   out_valid = 0;
   wire 		   transfer = input_a_tvalid & input_b_tvalid & output_tready;
   assign input_a_tready = input_b_tvalid & output_tready;
   assign input_b_tready = input_a_tvalid & output_tready;
   assign output_tdata = output_reg1;
   assign output_tvalid = out_valid[2];
   always @(posedge clk)
     begin
	if(rst) begin
	   input_a_reg0 <= 0;
	   input_a_reg1 <= 0;
	   input_b_reg0 <= 0;
	   input_b_reg1 <= 0;
	   output_reg0 <= 0;
	   output_reg1 <= 0;
	   out_valid <= 0;
	end else begin
	   if(transfer) begin
	      input_a_reg0 <= input_a_tdata;
	      input_b_reg0 <= input_b_tdata;
	      input_a_reg1 <= input_a_reg0;
	      input_b_reg1 <= input_b_reg0;
	      output_reg0 <= input_a_reg1 * input_b_reg1;
	      output_reg1 <= output_reg0;
	      if(out_valid < 3'b100) begin	      
		 out_valid <= out_valid + 1'b1;
	      end
	   end
	end
	end
endmodule
module mult_64_pipeline_2(
			  input wire 	     clk, rst,
			  input wire [31:0]  input_a_tdata, input_b_tdata,
			  input wire 	     input_a_tvalid, input_b_tvalid,
			  output wire 	     input_a_tready, input_b_tready,
			  output wire [63:0] output_tdata,
			  output wire 	     output_tvalid,
			  input wire 	     output_tready
			  );
   wire 					    karatsuba_rdy;
   wire [15:0] 					    input_a_high;  
   wire [15:0] 					    input_a_low;   
   wire [15:0] 					    input_b_high;
   wire [15:0] 					    input_b_low;
   wire [16:0] 					    e_high_tdata, e_low_tdata;
   reg [63:0] 					    output_reg;
   reg [48:0] 					    bufer_reg = 0;
   reg [2:0] 					    rdy_flg = 0;
   wire 					    data_tready;
   wire 					    a_output_tvalid, d_output_tvalid, e_output_tvalid;
   wire [31:0] 					    a, d;
   wire [33:0] 					    e;
   reg [31:0] 					    a_reg, d_reg;
   reg [33:0] 					    e_reg = 0;
   assign {input_a_high, input_a_low} = input_a_tdata;  
   assign {input_b_high, input_b_low} = input_b_tdata;  
   assign e_high_tdata = input_a_high + input_a_low;
   assign e_low_tdata = input_b_high + input_b_low;
   assign input_a_tready = input_b_tvalid & output_tready;
   assign input_b_tready = input_a_tvalid & output_tready;
   assign data_tready = input_a_tready & input_b_tready & output_tready;
   assign karatsuba_rdy = a_output_tvalid & d_output_tvalid & e_output_tvalid;
   assign output_tvalid = rdy_flg[2];
   assign output_tdata = output_reg;
   mult_32_pipeline_2 mult_a(
			     .clk(clk),
			     .rst(rst),
			     .input_a_tdata(input_a_high),
			     .input_b_tdata(input_b_high),
			     .input_a_tvalid(input_a_tvalid),
			     .input_b_tvalid(input_b_tvalid),
			     .output_tdata(a),
			     .output_tvalid(a_output_tvalid),
			     .output_tready(data_tready)
			     );
   mult_32_pipeline_2 mult_d(
			     .clk(clk),
			     .rst(rst),
			     .input_a_tdata(input_a_low),
			     .input_b_tdata(input_b_low),
			     .input_a_tvalid(input_a_tvalid),
			     .input_b_tvalid(input_b_tvalid),
			     .output_tdata(d),
			     .output_tvalid(d_output_tvalid),
			     .output_tready(data_tready)
			     );
   mult_34 mult_e(
			     .clk(clk),
			     .rst(rst),
			     .input_a_tdata(e_high_tdata),
			     .input_b_tdata(e_low_tdata),
			     .input_a_tvalid(input_a_tvalid),
			     .input_b_tvalid(input_b_tvalid),
			     .output_tdata(e),
			     .output_tvalid(e_output_tvalid),
			     .output_tready(data_tready)
			     );
   always @(posedge clk) begin
      if(rst) begin
	 rdy_flg <= 2'b00;
	 output_reg <= 0;
	 a_reg <= a;
	 e_reg <= e;
	 d_reg <= d;	 
      end else begin 
	 if(karatsuba_rdy) begin
	    if(rdy_flg[1:0] == 2'b00) begin
	       a_reg <= a;
	       e_reg <= e;
	       d_reg <= d;
	       rdy_flg[1:0] <= 2'b01;
	    end	 
	    if(rdy_flg[1:0] == 2'b01) begin
	       output_reg <= a_reg << (32);
	       e_reg <= e_reg - d_reg - a_reg;
	       rdy_flg[1:0] <= 2'b10;
	    end
	    else if (rdy_flg[1:0] == 2'b10) begin
	       bufer_reg <= e_reg << (16);
	       rdy_flg[1:0] <= 2'b11;
	    end
	    else if (rdy_flg[1:0] == 2'b11) begin
	       output_reg <= output_reg + bufer_reg + d_reg;	    
	       rdy_flg <= 3'b100;
	    end
	 end  
      end  
   end
endmodule   
module mult_66_pipeline_2(
			  input wire 	     clk, rst,
			  input wire [33:0]  input_a_tdata, input_b_tdata,
			  input wire 	     input_a_tvalid, input_b_tvalid,
			  output wire 	     input_a_tready, input_b_tready,
			  output wire [65:0] output_tdata,
			  output wire 	     output_tvalid,
			  input wire 	     output_tready
			  );
   wire 					    karatsuba_rdy;
   wire [16:0] 					    input_a_high;  
   wire [16:0] 					    input_a_low;   
   wire [16:0] 					    input_b_high;
   wire [16:0] 					    input_b_low;
   wire [17:0] 					    e_high_tdata, e_low_tdata;
   reg [65:0] 					    output_reg;
   reg [65:0] 					    bufer_reg = 0;
   reg [2:0] 					    rdy_flg = 0;
   wire 					    data_tready;
   wire 					    a_output_tvalid, d_output_tvalid, e_output_tvalid;
   wire [33:0] 					    a, d;
   wire [35:0] 					    e;
   reg [33:0] 					    a_reg, d_reg;
   reg [35:0] 					    e_reg = 0;
   assign {input_a_high, input_a_low} = input_a_tdata;  
   assign {input_b_high, input_b_low} = input_b_tdata;  
   assign e_high_tdata = input_a_high + input_a_low;
   assign e_low_tdata = input_b_high + input_b_low;
   assign input_a_tready = input_b_tvalid & output_tready;
   assign input_b_tready = input_a_tvalid & output_tready;
   assign data_tready = input_a_tready & input_b_tready & output_tready;
   assign karatsuba_rdy = a_output_tvalid & d_output_tvalid & e_output_tvalid;
   assign output_tvalid = rdy_flg[2];
   assign output_tdata = output_reg;
   mult_34 mult_a(
			     .clk(clk),
			     .rst(rst),
			     .input_a_tdata(input_a_high),
			     .input_b_tdata(input_b_high),
			     .input_a_tvalid(input_a_tvalid),
			     .input_b_tvalid(input_b_tvalid),
			     .output_tdata(a),
			     .output_tvalid(a_output_tvalid),
			     .output_tready(data_tready)
			     );
   mult_34 mult_d(
			     .clk(clk),
			     .rst(rst),
			     .input_a_tdata(input_a_low),
			     .input_b_tdata(input_b_low),
			     .input_a_tvalid(input_a_tvalid),
			     .input_b_tvalid(input_b_tvalid),
			     .output_tdata(d),
			     .output_tvalid(d_output_tvalid),
			     .output_tready(data_tready)
			     );
   mult_36 mult_e(
			     .clk(clk),
			     .rst(rst),
			     .input_a_tdata(e_high_tdata),
			     .input_b_tdata(e_low_tdata),
			     .input_a_tvalid(input_a_tvalid),
			     .input_b_tvalid(input_b_tvalid),
			     .output_tdata(e),
			     .output_tvalid(e_output_tvalid),
			     .output_tready(data_tready)
			     );
   always @(posedge clk) begin
      if(rst) begin
	 rdy_flg <= 2'b00;
	 output_reg <= 0;
	 a_reg <= a;
	 e_reg <= e;
	 d_reg <= d;	 
      end else begin 
	 if(karatsuba_rdy) begin
	    if(rdy_flg[1:0] == 2'b00) begin
	       a_reg <= a;
	       e_reg <= e;
	       d_reg <= d;
	       rdy_flg[1:0] <= 2'b01;
	    end	 
	    if(rdy_flg[1:0] == 2'b01) begin
	       output_reg <= a_reg << (34);
	       e_reg <= e_reg - d_reg - a_reg;
	       rdy_flg[1:0] <= 2'b10;
	    end
	    else if (rdy_flg[1:0] == 2'b10) begin
	       bufer_reg <= e_reg << (17);
	       rdy_flg[1:0] <= 2'b11;
	    end
	    else if (rdy_flg[1:0] == 2'b11) begin
	       output_reg <= output_reg + bufer_reg + d_reg;	    
	       rdy_flg <= 3'b100;
	    end
	 end  
      end  
   end
endmodule   
$ cat flow/run.sh
#!/bin/bash
# OpenROAD 26Q1-2900-gdf79404cd8, Yosys 0.63+post, stock flow scripts
make -C /OpenROAD-flow-scripts/flow DESIGN_CONFIG=/design/flow/config.mk WORK_HOME=/design/flow/orfs finish
$ cat flow/constraint.sdc
current_design main

set clk_period 1.1
set clk_io_pct 0.2

create_clock -name clk0 -period $clk_period [get_ports {clk}]

set non_clock_inputs [all_inputs -no_clocks]
set_input_delay [expr $clk_period * $clk_io_pct] -clock clk0 $non_clock_inputs
set_output_delay [expr $clk_period * $clk_io_pct] -clock clk0 [all_outputs]
==> impl_metrics.json <==
{
  "run_status": "finished, violations left",
  "violations": "setup timing",
  "period_utilization_pct": 133,
  "die_y_um": 122,
  "hold_class": "in -> reg",
  "drt_first_iter_violations": 22,
  "clkSinkCount": 39,
  "final.hold.worst_slack_ns": 0.375,
  "wl_per_cell_um": 9.17,
  "post_synth_instance_area_um2": 1760,
  "endpoint_kind": "flip-flop",
  "synth.lib_cells_used.distinct": 32,
  "cts.path.max_buffers": 2,
  "rr_worst_depth": 4,
  "grt_overflow": 0,
  "total_die_area_um2": 14900,
  "ctsRootBufferMaster": "sky130_fd_sc_hd__clkbuf_8",
  "vias_per_cell": 3.68,
  "core.rowCount": 37,
  "maximum_vdd_ir_drop_uv": 904,
  "rsz0062_at_grt": "true",
  "ys_seq_share_pct": 44.3,
  "post_route_cells_drive_above_1_share_pct": 36.6,
  "total_power_mw": 2.76,
  "place_worst_setup_slack_ns": -0.398,
  "die_w_um": 122,
  "p_per_area_nw_per_um2": 1110,
  "regToRegStartpoint": "test.mult_e.rdy_flg[1]$_SDFFE_PP0P_",
  "critPathMaxFanout": 3,
  "gp_congestion": 0.730,
  "yosysWarningCount": 0,
  "final-hold-violation-count": 0,
  "logic_area_um2": 1150,
  "io_buffers": 3,
  "ios": 4,
  "rrSetupSlack_ns": -0.36,
  "first_global_vias": 1209,
  "area_growth_syn_to_layout_pct": 40.9,
  "maxCapViolations": 0,
  "syn-mean-instance-area_um2": 9.84,
  "final-setup-viol-count": 4,
  "finClkSkew_ns": 0.00302,
  "finish.cell_count_without_fillers": 338,
  "layout.area.seq_um2": 806,
  "num_vias": 1244,
  "critical_path_arrival_ns": 1.69,
  "cts-hold-fix-buffers": 0,
  "synth_cells": 179,
  "clk_pin_slew_ns": 0.08,
  "insertedDiodeCount": 0,
  "cts_inserted_buffers": 5,
  "first_pass_grt_wire_length_mm": 5.32,
  "fp_util_pct": 17.2,
  "ys_area_um2": 1760,
  "clock_tree_from_tritoncts": "built",
  "ys_ff": 39,
  "pin_count_of_the_biggest_net_entering_global_routing": 28,
  "drtAntennaViolNets": 0,
  "placeableCoreArea_um2": 10200,
  "clock_latency_ns": 0.29,
  "crit_type": "reg -> reg",
  "timing.critical_path.from_type": "flip-flop",
  "finalWorstSetupSlack_ns": -0.362,
  "worst_setup_path_endpoint": "test.mult_e.rdy_flg[1]$_SDFFE_PP0P_",
  "p_leak_nw": 0.979,
  "fmaxAchievable_mhz": 684,
  "dp.cells": 326,
  "number_of_standard_cells_reported_by_yosys": 179,
  "worst_ep_required_time_ns": 1.33,
  "worst_slew_margin_rel_pct": 77.7,
  "wirelength_mm": 3.10,
  "hpwl_mm": 1.93,
  "grtUsageTotal_pct": 4.17,
  "worstMarginPinSlew_ns": 0.331,
  "startpoint": "test.mult_e.rdy_flg[1]$_SDFFE_PP0P_",
  "slew_violations": 0,
  "critical_path.reg2reg.endpoint": "test.mult_e.rdy_flg[1]$_SDFFE_PP0P_",
  "finalWorstPathRequiredPeriod_ns": 1.46,
  "openroad.warnings": 37,
  "n_fill_cell": 1041,
  "drt-pass1-iter-count": 4,
  "drc_violation_count_after_routing": 0,
  "antenna_found_initial": 0,
  "htree_levels": 2
}
==> layer usage <==
layer  track usage [%]  up-vias  share of wire, %
met3              1.41        5               2.8
li1                  -      658                 -
met2              6.39       11                43
met1              5.75      570                53
met5                 0        -                 0
met4             0.522        0               1.2
==> repair_timing <==
item                                    CTS  global route
gates resized                            37            19
endpoints found under the setup margin   29            21
buffers inserted                          2             1
cloned                                    0             1
pin swaps                                 6             9
==> state kept, by name, summed over array words and instances (netlist names) <==
register	cells
test.mult_d.rdy_flg	3
test.rdy_flg	3
test.mult_d.mult_d.out_valid	3
test.mult_a.mult_e.out_valid	3
test.mult_a.rdy_flg	3
test.mult_a.mult_a.out_valid	3
test.mult_e.mult_a.out_valid	3
test.mult_e.mult_d.out_valid	3
test.mult_a.mult_d.out_valid	3
test.mult_d.mult_a.out_valid	3
test.mult_e.rdy_flg	3
test.mult_d.mult_e.out_valid	3
test.mult_e.mult_e.out_valid	3
==> worst max-delay path: stages (launching register included) <==
cell	delay, ns
sky130_fd_sc_hd__dfxtp_4	0.37
sky130_fd_sc_hd__ha_2	0.18
sky130_fd_sc_hd__or4_4	0.56
sky130_fd_sc_hd__a211oi_2	0.19
sky130_fd_sc_hd__a41o_1	0.10
==> per-stage QoR <==
| stage | TNS (ns) | util, % | cell area, um^2 |
|---|---|---|---|
| floorplan | -0.598 | - | 1810 |
| global placement | -10.82 | 20.7 | 2120 |
| detailed placement | -11.28 | 20.7 | 2120 |
| CTS | -0.883 | 23.2 | 2370 |
| global route | -1.29 | 24.3 | 2480 |
| finish | -0.933 | 24.3 | 2480 |
==> layout make-up <==
| class | count | share of cell area, % |
|---|---|---|
| multi-input combinational | 125 | 46.3 |
| sequential | 39 | 32.5 |
| timing repair buffer | 20 | 8.72 |
| tap | 136 | 6.85 |
| clock buffer | 5 | 2.77 |
| inverter | 10 | 2.12 |
| clock inverter | 3 | 0.756 |
==> layout by cell type, fill, tap and decap left out, types with 4 or more instances in the layout <==
master and count:
sky130_fd_sc_hd__clkbuf_8 5, sky130_fd_sc_hd__a21oi_1 11, sky130_fd_sc_hd__buf_6 4, sky130_fd_sc_hd__xnor2_1 9, sky130_fd_sc_hd__nor2b_4 8, sky130_fd_sc_hd__dfxtp_4 5, sky130_fd_sc_hd__dfxtp_2 5, sky130_fd_sc_hd__ha_4 7
sky130_fd_sc_hd__mux2i_1 9, sky130_fd_sc_hd__buf_4 10, sky130_fd_sc_hd__inv_4 4, sky130_fd_sc_hd__nor2_1 34, sky130_fd_sc_hd__dfxtp_1 29, sky130_fd_sc_hd__ha_1 11
==> power breakdown <==
part | switching (mW) | total [mW] | internal [mW]
Clock | 0.511 | 0.954 | 0.443
Combinational | 0.125 | 0.282 | 0.157
Sequential | 0.0509 | 1.53 | 1.48
==> worst min path at each step <==
stage,startpoint,endpoint,slack [ns],cells after the start
final,rst,test.rdy_flg[2]$_SDFFE_PP0P_,0.37,2
after global routing,rst,test.rdy_flg[2]$_SDFFE_PP0P_,0.41,2
after CTS,rst,test.rdy_flg[2]$_SDFFE_PP0P_,0.38,2
==> synth_stat cells (all sizes together) <==
| master | count | area [um^2] |
|---|---|---|
| bufinv | 1 | 17.5 |
| o41ai | 2 | 17.5 |
| a41oi | 1 | 8.76 |
| a41o | 2 | 20.0 |
| and2b | 1 | 7.51 |
| and3 | 1 | 6.26 |
| xnor2 | 9 | 78.8 |
| o21ai | 1 | 5.00 |
| nor3 | 2 | 10.0 |
| o221a | 2 | 22.5 |
| or4 | 1 | 11.3 |
| mux2 | 1 | 11.3 |
| nand3 | 3 | 15.0 |
| a211oi | 1 | 12.5 |
| nor2 | 35 | 131 |
| mux2i | 9 | 90.1 |
| clkbuf | 4 | 15.0 |
| buf | 1 | 5.00 |
| nor2b | 9 | 56.3 |
| a21oi | 11 | 55.1 |
| o21a | 3 | 23.8 |
| nor4 | 2 | 12.5 |
| dfxtp | 39 | 781 |
| o211ai | 2 | 15.0 |
| inv | 9 | 33.8 |
| ha | 21 | 263 |
| nand2 | 2 | 7.51 |
| nor3b | 3 | 22.5 |
| a31oi | 1 | 6.26 |
==> cell families (layout without fill, tap and decap cells) <==
| group | count (synthesis) | after routing | share of synthesized area, % |
|---|---|---|---|
| flip-flops | 39 | 39 | 44.3 |
| adder cells (fa/ha/maj) | 21 | 21 | 14.9 |
| buffers and inverters | 15 | 38 | 4.05 |
| AND-OR/OR-AND | 26 | 26 | 10.6 |
| AND/OR/NAND/NOR | 59 | 59 | 15.9 |
| multiplexers | 10 | 10 | 5.75 |
| XOR/XNOR | 9 | 9 | 4.47 |
No activity file was given, so power comes from the tool's default toggle rates.
