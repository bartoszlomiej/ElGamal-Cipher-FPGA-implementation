$ cat flow/config.mk
export PLATFORM = sky130hd
export DESIGN_NAME = modulo_eq
export DESIGN_NICKNAME = modulo_eq
export VERILOG_FILES = /design/flow/design.v
export SDC_FILE = /design/flow/constraint.sdc
export NUM_CORES = 4
export LEC_CHECK = 1
export CORE_UTILIZATION = 30
export SYNTH_HDL_FRONTEND = slang
$ cat flow/run.sh
#!/bin/bash
# OpenROAD 26Q1-2900-gdf79404cd8, Yosys 0.63+post, stock flow scripts
make -C /OpenROAD-flow-scripts/flow DESIGN_CONFIG=/design/flow/config.mk WORK_HOME=/design/flow/orfs finish
$ cat flow/design.v
`timescale 1ns / 1ps
module modulo_eq #(parameter SIZE = 64)
   (
    input wire 		     clk, rst,
    wire [SIZE-1 : 0]    input_dividen_tdata,
    input wire 		     input_dividen_tvalid,
    output wire 	     input_dividen_tready,
    input wire [SIZE-1 : 0]  input_divisor_tdata,
    input wire 		     input_divisor_tvalid, 
    output wire 	     input_divisor_tready,
    output wire [SIZE-1 : 0] output_tdata,
    output wire 	     output_tvalid, 
    input wire 		     output_tready
    );
   reg [SIZE-1 : 0]      dividen;
   reg [SIZE-1 : 0] 	     divisor;
   reg [SIZE-1 : 0] 	     reminder;
   reg 			     out_valid;
   reg [SIZE-1 : 0]      new_divisor;
   reg [SIZE-1 : 0]      prev_divisor;
   reg [1:0] 		     state = 0;
   wire 		     input_rdy = input_dividen_tvalid & input_divisor_tvalid;
   assign output_tdata = reminder;
   assign output_tvalid = out_valid;
   always @(posedge clk)
     begin
	if(rst) begin
	   dividen <= 0;
	   divisor <= 0;
	   reminder <= 0;
	   state <= 2'b00;
	   out_valid <= 0;
	end else begin
	   if(state == 2'b00) begin
	      if(input_rdy) begin
		 dividen <= input_dividen_tdata;
		 divisor <= input_divisor_tdata;
		 prev_divisor <= input_divisor_tdata;
		 new_divisor <= input_divisor_tdata;
		 state <= 2'b01;
	      end
	   end
	   else if(state == 2'b01) begin
	      if(new_divisor < dividen) begin
		 prev_divisor <= new_divisor;	      
		 new_divisor <= prev_divisor << 1;
	      end else state <= 2'b10;
	   end else if(state == 2'b10) begin
	      dividen <= dividen - prev_divisor;
	      state <= 2'b11;
	   end else if(state == 2'b11) begin
	      if(dividen > divisor) begin
		 if(prev_divisor >= divisor) begin
		    if(dividen > prev_divisor) dividen <= dividen - prev_divisor;
		    else prev_divisor <= prev_divisor >> 1;
		 end
	      end else begin
		 reminder <= dividen;
		 out_valid <= 1;
	      end
	   end
	end
     end
endmodule
$ cat flow/constraint.sdc
current_design modulo_eq

set clk_period 19.1
set clk_io_pct 0.2

create_clock -name clk0 -period $clk_period [get_ports {clk}]

set non_clock_inputs [all_inputs -no_clocks]
set_input_delay [expr $clk_period * $clk_io_pct] -clock clk0 $non_clock_inputs
set_output_delay [expr $clk_period * $clk_io_pct] -clock clk0 [all_outputs]
==> CHANGELOG.md <==
### Changed

- Initial Utilization: 0.3027
- H-tree Lvls: 2
- Endpoints failing setup: 0
- Max Cap Viol: 0
- Synth flops: 325
- Drt drc: 0
- CTS sink cnt: 325
- Worst setup path start: input_divisor_tvalid
- Yosys top cell by area: dfxtp_1
- CTS root buffer: clkbuf_16
- Placed Area: 24430 um2
- Min Hold Slack: 0.4453 ns
- Number of I/O port buffers: 196
- Antenna-violating nets left: 0
- Flop2flop setup slack: 14.77 ns
- Status: finished clean
- Crit path DAT: 6.45 ns
- CTS tree: built
- PD cells: 83.32 nW/um2
- CP startpoint kind: input port
- Share of layout cells above drive strength 1: 0.05651
- Initial antenna violation count: 2
- Die Y: 270.6 um
- Crit path time final: 5.984 ns
- Dpl hpwl: 53320 um
- Hold path cells: 2
- Reg2Reg Depth: 11
- Drt wl/cell: 18.90 um
- Top cells by count, synth: nand2_1, a21oi_1, ha_1
- Maximum buffer depth of the clock tree: 3
- LEAKAGE: 9.887 nW
- First-pass detailed-route iteration total: 5
- Actual slew at the worst max-slew pin: 0.7718 ns
- Mean Syn Cell Area: 8.436 um2
- Vias per cell: 5.124
- Post-Route Setup TNS: 0 ns
- Core ar.: 71490 um2
- First-pass GRT wire length: 107900 um
- OpenROAD warning count: 26
- Post-synth EDFFs: 128
- Total grt overflow: 0
- GRT Overall Usage: 0.1942
- Post-CTS Setup Bufs: 0
- Final hold viol count: 0
- Worst EP required: 19.57 ns
- Critical Path Fanout Max: 58
- Top area cell types: dfxtp_1, edfxtp_1, ha_1
- Critical R2R Launch: dividen[5]
- Synth Warn #: 2
- Post-synth seq share: 0.3599
- Kind of critical path: input port to flop
- Worst Skew: 0.02233 ns
- Late-Pin Clk Latency: 0.57 ns
- Resized cells post-CTS: 0
- Initial DRC count: 1144
- End of the critical path: dividen[30]
- Fill cell count: 7330
- CP Capture Type: flop
- Final WL: 69470 um
- Hold crit path type: flop to flop
- Largest net degree at the start of global routing: 75
- Max rail drop VDD: 61.42 uV
- Ant. Diodes: 0
- Number of cells in Yosys stat: 2565
- RSZ-0062 raised after global routing: no
- Die area: 73210 um2
- Io pins: 200
- CTS clk-pin slew, worst paths: 0.06 ns
- Async S/R FF share, synth: 0
- Area Growth Syn to Fin: 19.51%
- Reg-to-Reg End: prev_divisor[35]
- Via count: 18830
- Die X: 270.6 um
- Area reported by Yosys stat: 21640 um2
- Fmax achieved: 167.1 MHz
- Total CTS buffers: 42
- Gpl congestion: 0.9480
- Main flop type: dfxtp_1
- Vias in the first global route: 18380
- Top-area cell type share of the netlist area: 0.1822
- Hold_buf cts: 0
- Gate Area: 12510 um2
- Flop area: 7795 um2
- Distinct lib cells: 75
- Row count: 98
- Tcrit/Tclk final: 0.3133
- Slew headroom: 0.4855
- Design area: 25860 um2
- Synth Instances: 2565
- Synthesized cell area: 21640 um2
- Most common cell in the netlist: nand2_1
- Max-slew violations: 0
## state kept, by name, indices dropped and copies added, names as in the netlist
name,cells
output_tdata,64
dividen,64
new_divisor,64
state,4
prev_divisor,64
divisor,64
output_tvalid,1
## through the flow
step / total power (W) / setup WS, ns / instances / util
finish: 0.002155 / 13.12 / 3675 / 0.3618
global route: 0.002267 / 12.87 / 3675 / 0.3618
CTS: 0.002174 / 13.15 / 3675 / 0.3618
detailed placement: 0.001337 / 12.58 / 3598 / 0.3417
global placement: 0.001335 / 12.57 / 3598 / 0.3417
floorplan: 0.001172 / 11.29 / 2566 / -
## final cells by class
class                      count  area share
tap                          950     0.04596
clock inverter                17    0.008660
inverter                     208     0.03019
clock buffer                  60     0.04678
sequential                   325      0.3014
multi-input combinational   1894      0.4838
timing repair buffer         221     0.08317
## how the worst min path moves through the flow
stage,slack (ns),endpoint,start
4_1_cts,0.45,output_tvalid,output_tvalid
5_1_grt,0.47,divisor[54],divisor[54]
6_report,0.45,output_tvalid,output_tvalid
## logic make-up after synthesis
kind of cell / Yosys count / synth area share
compound gates: 764 / 0.2222
xor+xnor: 56 / 0.02267
fa+ha+maj: 256 / 0.1484
buf+inv: 347 / 0.06418
flops: 325 / 0.3599
mux: 68 / 0.03151
other cells: 1 / 0.0001733
simple gates: 748 / 0.1510
## per-layer routing
| metal | share of wire | up-vias | track usage |
|---|---|---|---|
| met2 | 0.46 | 451 | 0.3103 |
| li1 | - | 9421 | - |
| met3 | 0.064 | 82 | 0.04557 |
| met4 | 0.020 | 4 | 0.03197 |
| met5 | 0.00029 | - | 0 |
| met1 | 0.45 | 8873 | 0.2764 |
## cell usage in the layout (no fill, tap or decap), drive strengths merged, types with 5 or more instances in the layout
master	netlist	routed
a2111oi	6	6
o21bai	14	14
inv	208	210
a221oi	8	8
a21oi	277	277
nand3	32	32
mux2i	67	67
o21ai	203	203
nand4	65	65
a21boi	7	7
edfxtp	128	128
xnor2	33	33
buf	42	26
nand2b	10	10
o211a	9	9
nand2	313	313
nor2b	10	10
o22ai	5	5
o31ai	8	8
clkdlybuf4s50	0	195
bufinv	0	5
dfxtp	197	197
o21a	13	13
and2	8	8
nor4	7	7
clkinv	0	8
and3	12	12
nor3	20	20
xor2	23	23
clkbuf	97	60
a31oi	12	12
ha	255	255
nor2	244	244
or3	9	9
o211ai	14	14
a211oi	105	105
a21o	46	46
a311oi	9	9
## worst max-delay path, cell delays in order
cell,delay [ns]
clkdlybuf4s50_1,0.45
nand3_2,0.09
buf_4,0.41
o21ai_0,0.28
o21ai_0,0.19
o41a_2,0.21
buf_4,0.59
a211oi_1,0.12
a211oi_1,0.23
## where the power goes
| group | switching, W | internal (W) |
|---|---|---|
| combinational | 0.000321 | 0.000206 |
| sequential | 0.0000350 | 0.000766 |
| clock | 0.000318 | 0.000509 |
| total | 0.000674 | 0.00148 |
Power figures rest on the tool's default switching activity, not on a simulated workload.
